==> design.v <==
module multiplier_logic (
    input  wire        clk,
    input  wire        rst_n,
    input  wire [15:0] a,
    input  wire [15:0] b,
    output reg  [31:0] y
);
     reg[15:0] a_r1,a_r2,a_r3;
     reg[15:0] b_r1,b_r2,b_r3;
    wire [31:0] pp [0:15];
    assign pp[0] = b[0] ? (a << 0) : 32'd0;
    assign pp[1] = b[1] ? (a << 1) : 32'd0;
    assign pp[2] = b[2] ? (a << 2) : 32'd0;
    assign pp[3] = b[3] ? (a << 3) : 32'd0;
    assign pp[4] = b[4] ? (a << 4) : 32'd0;
    assign pp[5] = b[5] ? (a << 5) : 32'd0;
    assign pp[6] = b[6] ? (a << 6) : 32'd0;
    assign pp[7] = b[7] ? (a << 7) : 32'd0;
	 assign pp[8] = b[8] ? (a << 8) : 32'd0;
    assign pp[9] = b[9] ? (a << 9) : 32'd0;
    assign pp[10] = b[10] ? (a << 10) : 32'd0;
    assign pp[11] = b[11] ? (a << 11) : 32'd0;
    assign pp[12] = b[12] ? (a << 12) : 32'd0;
	 assign pp[13] = b[13] ? (a << 13) : 32'd0;
    assign pp[14] = b[14] ? (a << 14) : 32'd0;
    assign pp[15] = b[15] ? (a << 15) : 32'd0;
	 reg [31:0] s1_0, s1_1, s1_2, s1_3, s1_4, s1_5, s1_6, s1_7;
    reg [31:0] s2_0, s2_1, s2_2, s2_3;
    reg [31:0] s3_0, s3_1;
    reg [31:0] s4;
    always @(posedge clk) begin
        if (!rst_n) begin
		  a_r1 <= 32'd0;a_r2 <= 32'd0;a_r3<= 32'd0;
		  b_r1 <= 32'd0;b_r2 <= 32'd0;b_r3<= 32'd0;
		      s1_0 <= 32'd0;
				s1_1 <= 32'd0;
				s1_2 <= 32'd0;
				s1_3 <= 32'd0;
				s1_4 <= 32'd0;
				s1_5 <= 32'd0;
				s1_6 <= 32'd0;
				s1_7 <= 32'd0;
				s2_0 <= 32'd0;
				s2_1 <= 32'd0;
				s2_2 <= 32'd0;
				s2_3 <= 32'd0;
				s3_0 <= 32'd0;
				s3_1 <= 32'd0;
            y  <= 32'd0;
            s4 <= 32'd0;
        end else begin
		     a_r1<=a;
           a_r2<=a_r1; 
           a_r3<=a_r2; 
			  b_r1<=b;
			  b_r2<=b_r1;
			  b_r3<=b_r2;
            s1_0 <= pp[0] + pp[1];
            s1_1 <= pp[2] + pp[3];
            s1_2 <= pp[4] + pp[5];
            s1_3 <= pp[6] + pp[7];
            s1_4 <= pp[8] + pp[9];
            s1_5 <= pp[10] + pp[11];
            s1_6 <= pp[12] + pp[13];
            s1_7 <= pp[14] + pp[15];
            s2_0 <= s1_0 + s1_1;
            s2_1 <= s1_2 + s1_3;
            s2_2 <= s1_4 + s1_5;
            s2_3 <= s1_6 + s1_7;
				s3_0  <= s2_0 + s2_1;
				s3_1  <= s2_2 + s2_3;
				s4    <= s3_0 + s3_1; 
            y  <= s4;
        end
    end
endmodule
module top_multiplier(
    input CLOCK_50,
    input [17:0] SW,
    input [3:0] KEY,
    output [6:0] HEX0, HEX1, HEX2, HEX3,
    output [6:0] HEX4, HEX5, HEX6, HEX7
);
wire clk = CLOCK_50;
wire rst_n = KEY[0];       
wire load_a = ~KEY[1];   
wire load_b = ~KEY[2];     
reg [15:0] A;
reg [15:0] B;
wire [31:0] Y;
reg [31:0] Y_reg;
reg [3:0] wait_count;
reg valid;
always @(posedge clk or negedge rst_n) begin
    if(!rst_n) begin
        A <= 0;
        B <= 0;
        Y_reg <= 0;
        wait_count <= 0;
        valid <= 0;
    end
    else begin
        if(load_a) A <= SW[15:0];
        if(load_b) begin
            B <= SW[15:0];
            wait_count <= 0;
            valid <= 0;
        end
        if(wait_count < 10) begin
            wait_count <= wait_count + 1;
        end
        else begin
            valid <= 1;
        end
        if(valid)
            Y_reg <= Y;
    end
end
multiplier_logic uut(
    .clk(clk),
    .rst_n(rst_n),
    .a(A),
    .b(B),
    .y(Y)
);
hex_7seg hex0(.hex(Y_reg[3:0]),    .seg(HEX0));
hex_7seg hex1(.hex(Y_reg[7:4]),    .seg(HEX1));
hex_7seg hex2(.hex(Y_reg[11:8]),   .seg(HEX2));
hex_7seg hex3(.hex(Y_reg[15:12]),  .seg(HEX3));
hex_7seg hex4(.hex(Y_reg[19:16]),  .seg(HEX4));
hex_7seg hex5(.hex(Y_reg[23:20]),  .seg(HEX5));
hex_7seg hex6(.hex(Y_reg[27:24]),  .seg(HEX6));
hex_7seg hex7(.hex(Y_reg[31:28]),  .seg(HEX7));
endmodule
module hex_7seg(
    input [3:0] hex,
    output reg [6:0] seg
);
always @(*) begin
    case(hex)
        4'h0: seg = 7'b1000000;
        4'h1: seg = 7'b1111001;
        4'h2: seg = 7'b0100100;
        4'h3: seg = 7'b0110000;
        4'h4: seg = 7'b0011001;
        4'h5: seg = 7'b0010010;
        4'h6: seg = 7'b0000010;
        4'h7: seg = 7'b1111000;
        4'h8: seg = 7'b0000000;
        4'h9: seg = 7'b0010000;
        4'hA: seg = 7'b0001000;
        4'hB: seg = 7'b0000011;
        4'hC: seg = 7'b1000110;
        4'hD: seg = 7'b0100001;
        4'hE: seg = 7'b0000110;
        4'hF: seg = 7'b0001110;
        default: seg = 7'b1111111;
    endcase
end
endmodule
==> run.sh <==
#!/bin/bash
# OpenROAD 26Q1-2900-gdf79404cd8, Yosys 0.63+post, stock flow scripts
make -C /OpenROAD-flow-scripts/flow DESIGN_CONFIG=/design/flow/config.mk WORK_HOME=/design/flow/orfs finish
==> config.mk <==
export PLATFORM = sky130hd
export DESIGN_NAME = top_multiplier
export DESIGN_NICKNAME = top_multiplier
export VERILOG_FILES = /design/flow/design.v
export SDC_FILE = /design/flow/constraint.sdc
export NUM_CORES = 4
export LEC_CHECK = 1
export CORE_UTILIZATION = 40
==> constraint.sdc <==
current_design top_multiplier

set clk_period 10.2
set clk_io_pct 0.2

create_clock -name clk0 -period $clk_period [get_ports {CLOCK_50}]

set non_clock_inputs [all_inputs -no_clocks]
set_input_delay [expr $clk_period * $clk_io_pct] -clock clk0 $non_clock_inputs
set_output_delay [expr $clk_period * $clk_io_pct] -clock clk0 [all_outputs]
==> out/qor.log <==
INFO  run            warning_count=68
INFO  synth          syn_inst=2,973
INFO  floorplanning  die_width=257.0um
INFO  global_route   globalRoute.totalOverflow=0
INFO  global_route   largest_net_degree_at_the_start_of_global_routing=88
INFO  worst_setup_path cp_data_arrival_time=2.52ns
INFO  timing         worst_pin_slew=0.8512ns
INFO  global_route   grt_usage=18.72%
INFO  layout         final_util=45.27%
INFO  place          placer_congestion=0.9317
INFO  worst_setup_path timing.reg2reg.worst_path_depth=10
INFO  cts            cts.path.max_buffers=3
INFO  layout         fill_cells=5,913
INFO  synth          syn_area=0.02602sqmm
INFO  timing         final.period_utilization=44.70%
INFO  status         status=finished, final reports clean
INFO  synth          synth.distinct_cells=74
INFO  power          power_report.internal_total=3.716mW
INFO  timing         layout_min_cycle_time=4.559ns
INFO  detailed_routing vias=20,430
INFO  worst_setup_path critical_path.startpoint_type=flop
INFO  layout         instances_no_fill=3,890
INFO  synth          yosys.stat.chipArea=0.02602sqmm
INFO  cts            clock-root-buffer=sky130_fd_sc_hd__clkbuf_16
INFO  worst_setup_path worstSetupEndpointType=output port
INFO  timing         maxClockFrequency=219.3MHz
INFO  cts            clkSinkCount=410
INFO  detailed_routing first_pass_iters=5
INFO  min_path       min_path_cells=1
INFO  run            drv.max_cap_violation_count=0
INFO  synth          average_instance_area_after_synthesis=8.751squm
INFO  floorplanning  die_y=257.0um
INFO  worst_setup_path timing_worst_setup_path_type=flop to output port
INFO  timing         finalSetupViolCount=0
INFO  cts            path_clk_slew=0.06ns
INFO  power          total_leakage_power=12.99nW
INFO  power          total_switching_power=1.797mW
INFO  cts            cts.repair.resized=0
INFO  floorplanning  fp.dieArea=0.06607sqmm
INFO  power          comb_power_share=31.8%
INFO  power          power_per_cell_area=189.2mW/mm^2
INFO  place          dpl.hpwl=44.22mm
INFO  min_path       min-delay-path-class=flop to flop
INFO  floorplanning  rows=93
INFO  floorplanning  initial_utilization=40.43%
INFO  worst_setup_path r2r_slack=6.72ns
INFO  worst_setup_path worstPathMaxFanout=5
INFO  place          numPlacedInstances=3,807
INFO  detailed_routing post-route-drc-count=0
INFO  floorplanning  floorplan.core_area=0.06435sqmm
INFO  cts            cts_buffers=44
INFO  layout         seqCellArea=0.008554sqmm
INFO  synth          async_sr_flop_fraction=16.83%
INFO  place          i_o_buffers=75
INFO  synth          ys_dominant_reg_cell=sky130_fd_sc_hd__dfxtp_1
INFO  timing         finalHoldViolCount=0
INFO  layout         post_route_cells_drive_above_1_share=5.867%
INFO  floorplanning  io-pin-count=79
INFO  timing         timing.clock.skew=0.01912ns
INFO  detailed_routing drt_iter0_drc=1,141
INFO  detailed_routing ant_nets=0
INFO  power          power.share.clock=30.5%
INFO  power          power.ir.vdd_worst=113.4uV
INFO  global_route   global_route_wire_length_before_repair=98.14mm
INFO  synth          synth_seq_share=32.87%
INFO  cts            cts_post_setup_buffers_inserted=0
INFO  min_path       hp-start=uut.s4[17]
INFO  global_route   grt_antenna_before_repair=0
INFO  synth          yosysCellCount=2,973
INFO  cts            cts.hold.buffers_added=0
INFO  synth          ys_warn_count=3
INFO  timing         final_hold_slack=0.4269ns
INFO  layout         layout.area.comb=0.01675sqmm
INFO  power          p_seq_share=37.7%
INFO  min_path       worst_hold_path.endpoint=uut.y[17]
INFO  worst_setup_path r2r_start=B[4]
INFO  cts            tritoncts=yes
INFO  detailed_routing routed_wl=60.43mm
INFO  global_route   grt_pass1_vias=19,130
INFO  detailed_routing detail_route.vias_per_cell=5.251
INFO  timing         rsz0062_at_grt=no
INFO  worst_setup_path critical_path.reg2reg.endpoint=uut.s1_2[19]
INFO  layout         area.growth.synth_to_final=11.96%
INFO  power          sw_frac_of_total=32.59%
INFO  timing         setup_tns=0ns
INFO  synth          synth-edff-count=0
INFO  detailed_routing drt-wirelength-per-cell=15.53um
INFO  cts            max_h_tree_level=2
INFO  timing         report.final.slew_viol_count=0
INFO  timing         max_slew_margin=43.25%
INFO  cts            clock_insertion_delay_worst_skew=0.59ns
INFO  worst_setup_path required=8.16ns
INFO  synth          ys_ff=410
worst max-delay path by stage:
stage / start / to / slack [ns] / cells past startpoint
CTS: Y_reg[29] / HEX7[0] / 5.58 / 6
global route: Y_reg[5] / HEX1[0] / 5.42 / 6
finish: Y_reg[29] / HEX7[0] / 5.64 / 6
final cells by class:
cell class,instances,area share (%)
Clock inverter,15,0.8333
Inverter,79,1.035
Antenna cell,1,0.008591
Sequential cell,410,29.37
Clock buffer,67,4.596
Multi-Input combinational cell,2373,57.51
Timing Repair Buffer,90,2.977
Tap cell,855,3.673
cell usage after synthesis, types with 36 or more instances:
cell	count	share of area, %
sky130_fd_sc_hd__a211oi_1	36	1.0
sky130_fd_sc_hd__a21o_1	95	2.7
sky130_fd_sc_hd__a21oi_1	176	3.4
sky130_fd_sc_hd__and2_1	346	8.3
sky130_fd_sc_hd__and3_1	38	0.91
sky130_fd_sc_hd__clkbuf_1	99	1.4
sky130_fd_sc_hd__dfrtp_1	69	6.6
sky130_fd_sc_hd__dfxtp_1	341	26
sky130_fd_sc_hd__ha_1	285	14
sky130_fd_sc_hd__inv_1	76	1.1
sky130_fd_sc_hd__mux2_2	49	2.1
sky130_fd_sc_hd__mux2i_1	48	1.8
sky130_fd_sc_hd__nand2_1	157	2.3
sky130_fd_sc_hd__nand2b_1	41	0.99
sky130_fd_sc_hd__nand3_1	51	0.98
sky130_fd_sc_hd__nor2_1	289	4.2
sky130_fd_sc_hd__nor2b_1	45	1.1
sky130_fd_sc_hd__nor3_1	63	1.2
sky130_fd_sc_hd__o21a_1	44	1.3
sky130_fd_sc_hd__o21ai_0	111	2.1
sky130_fd_sc_hd__o21ai_1	42	0.81
sky130_fd_sc_hd__xnor2_1	70	2.4
sky130_fd_sc_hd__xor2_1	64	2.2
kinds of logic (layout without fill, tap and decap cells):
| group | count (synthesis) | in the layout | share of synthesized area [%] |
|---|---|---|---|
| AND-OR/OR-AND | 695 | 695 | 17.49 |
| other | 0 | 1 | 0 |
| XOR/XNOR | 134 | 134 | 4.511 |
| buffers and inverters | 190 | 251 | 2.741 |
| flip-flops | 410 | 410 | 32.87 |
| multiplexers | 105 | 105 | 4.660 |
| AND/OR/NAND/NOR | 1139 | 1139 | 22.86 |
| adder cells (fa/ha/maj) | 300 | 300 | 14.86 |
per-stage QoR:
step                power, mW  cell area (sq um)  setup WS (ns)
finish                  5.512              29130          5.641
global route            5.885              29130          5.423
CTS                     5.558              29130          5.580
detailed placement      3.841              27540          5.501
global placement        3.819              27540          5.474
floorplan               3.316              26020          6.876
routing by layer:
| metal | part of all wire (%) | vias up | routed length, um | track usage, % |
|---|---|---|---|---|
| met3 | 5.9 | 82 | 3570 | 3.318 |
| li1 | - | 10540 | - | - |
| met1 | 51 | 9352 | 30640 | 29.00 |
| met5 | 0 | - | 0 | 0 |
| met4 | 2.1 | 0 | 1299 | 3.390 |
| met2 | 41 | 451 | 24920 | 28.02 |
cell usage in the layout (no fill, tap or decap), drive strengths merged, types with 19 or more instances in the layout:
cell type / netlist / routed
o21bai: 22 / 22
clkdlybuf4s50: 0 / 74
and2: 346 / 346
dfxtp: 341 / 341
nor2: 289 / 289
a21oi: 177 / 177
a21o: 96 / 96
o21a: 46 / 46
xor2: 64 / 64
nand3: 51 / 51
dfrtp: 69 / 69
ha: 285 / 285
nor2b: 45 / 45
mux2i: 48 / 48
clkbuf: 99 / 68
a31oi: 20 / 20
o21ai: 153 / 153
o211ai: 20 / 20
inv: 77 / 77
nand2: 158 / 158
a211oi: 36 / 36
nand2b: 41 / 41
or3: 21 / 21
xnor2: 70 / 70
mux2: 49 / 49
nor3b: 19 / 19
nor3: 63 / 63
and3: 38 / 38
nand4: 30 / 30
critical path: stages, from the launching register on:
cell	delay, ns
sky130_fd_sc_hd__dfrtp_1	0.42
sky130_fd_sc_hd__inv_1	0.17
sky130_fd_sc_hd__ha_1	0.26
sky130_fd_sc_hd__nor2b_1	0.08
sky130_fd_sc_hd__or3b_2	0.45
sky130_fd_sc_hd__o21ai_0	0.08
sky130_fd_sc_hd__clkdlybuf4s50_1	0.48
power groups by stage:
stage     Sequential (mW)  Combinational [mW]  Clock (mW)
4_1_cts              2.08                1.75        1.73
5_1_grt              2.11                1.97        1.80
6_report             2.08                1.75        1.68
Power and IR drop assume default switching activity.
